==> ./config.mk <==
export PLATFORM = sky130hd
export DESIGN_NAME = ALU
export DESIGN_NICKNAME = ALU
export VERILOG_FILES = /design/flow/design.v
export SDC_FILE = /design/flow/constraint.sdc
export NUM_CORES = 4
export LEC_CHECK = 1
export CORE_UTILIZATION = 50
export SYNTH_HDL_FRONTEND = slang
==> ./constraint.sdc <==
current_design ALU

set clk_period 17.8
set clk_io_pct 0.2

create_clock -name clk0 -period $clk_period

set non_clock_inputs [all_inputs -no_clocks]
set_input_delay [expr $clk_period * $clk_io_pct] -clock clk0 $non_clock_inputs
set_output_delay [expr $clk_period * $clk_io_pct] -clock clk0 [all_outputs]
==> ./design.v <==
module ALU(BusW, Zero, BusA, BusB, ALUCtrl
    );
input wire [31:0] BusA, BusB;
output reg [31:0] BusW;
input wire [3:0] ALUCtrl;
output wire Zero ;
wire less;
wire [63:0] Bus64;
assign Zero = (BusA == BusB)? 1'b1:1'b0;
assign less = ({1'b0,BusA} < {1'b0,BusB}  ? 1'b1 : 1'b0);
assign Bus64 = {{32{BusB[31]}},BusB};
always@(*)begin	
	case (ALUCtrl)
			4'b0000:   BusW <= BusA & BusB;
			4'b0001:    BusW <= BusA | BusB;
			4'b0010:   BusW <= BusA + BusB;
			4'b1000:  BusW <= BusA + BusB;
			4'b0011:   BusW <= BusB << BusA;
			4'b0100:   BusW <= BusB >> BusA;
			4'b0110:   BusW <= BusA - BusB;
			4'b1001:  BusW <= BusA - BusB;
			4'b1010:   BusW <= BusA ^ BusB;
			4'b1100:   BusW <= ~(BusA | BusB);
			4'b0111:   BusW <= ($signed(BusA) < $signed(BusB) ? 1'b1 : 1'b0 );
			4'b1011:  BusW <= less;
			4'b1101:   BusW <= Bus64 >> BusA; 
			4'b1110:   BusW <= BusB << 16 ;
			default : BusW <= 32'bx;
	endcase
end
endmodule
==> ./run.sh <==
#!/bin/bash
# OpenROAD 26Q1-2900-gdf79404cd8, Yosys 0.63+post, stock flow scripts
make -C /OpenROAD-flow-scripts/flow DESIGN_CONFIG=/design/flow/config.mk WORK_HOME=/design/flow/orfs finish
==> impl_metrics.py <==
# Physical implementation metrics
metrics = {
    "placement": {
        "io_buffer_count": 101,
        "dp.cells": 1886,
        "dp_hpwl_um": 39700,
        "gp_congestion": 1.11,
    },
    "final_layout": {
        "drive_gt1_frac": 0.0761,
        "flop-count": 0,
        "num-clock-buffers": 0,
        "area_growth_pct": 10.0,
        "lay_top_cells": "nor2_1, a21oi_1, o21ai_0",
        "ff_latch_area_um2": 0,
        "lay_top_count": "nor2_1",
        "stdcell_count": 1888,
    },
    "final_timing": {
        "worstMarginPinSlew_ns": 1.10,
        "slew_viol_final": 0,
        "finalHoldViolCount": 0,
        "period_needed_ns": 11.84,
        "rsz0062_at_grt": "no",
        "setup_tns_ns": 0,
        "finalClockPeriodUsage": 0.665,
        "finalSetupViolCount": 0,
        "relSlewSlack": 0.258,
        "fmax_mhz": 84.4,
    },
    "clock_tree": {
        "cts_resized": 0,
        "cts_hold_buf": 0,
        "post-cts-setup-buffer-count": 0,
    },
    "critical_path": {
        "cp_cell_sequence": "clkdlybuf4s50_1, nor4_1, and3_1, nand2_1, buf_4, a211oi_1, a21oi_1, o21a_1, o21ai_0, nand2_1, a31oi_1, clkdlybuf4s50_1",
        "path_class": "input pin to primary output",
        "crit_family": "AND-OR/OR-AND gates",
        "cp.buffers_inverters": 3,
        "slowest_delay_ns": 0.82,
        "critPathRequiredTime_ns": 14.24,
        "crit_path_max_fanout": 30,
        "arrival_ns": 8.28,
        "endpoint_kind": "primary output",
        "crit_slowest_cell": "nor4_1",
        "startpoint_type": "input pin",
    },
    "power": {
        "vdd_ir_drop_max_mv": 0.0179,
        "leakage_nw": 4.49,
        "switching_share": 0.615,
        "p_int_w": 0.000138,
        "net-switching-power_w": 0.000219,
        "powerDensity_nw_per_um2": 31.3,
    },
    "drt": {
        "ant_nets": 0,
        "drt_iter0_drc": 1732,
        "num_vias": 13800,
        "wl_um": 53300,
        "wl_per_cell_um": 28.2,
        "first_pass_iters": 8,
        "via_per_inst": 7.30,
        "drc_errors": 0,
    },
    "floorplanning": {
        "core_um2": 20300,
        "dieHeight_um": 146,
        "rows": 52,
        "fp_util": 0.510,
        "die_area_um2": 21300,
        "pin_count": 101,
        "die_x_um": 146,
    },
    "run": {
        "drv_cap": 0,
        "warnings": 97,
    },
    "synthesis": {
        "syn_area_per_cell_um2": 6.38,
        "yosysTopAreaCellShare": 0.116,
        "yosysSeqAreaShare": 0,
        "synthCells": 1622,
        "synth.distinct_cells": 85,
        "ys_chip_area_um2": 10400,
        "netlist_area_um2": 10400,
        "yosysCellCount": 1622,
        "area_leaders": "ha_1, a21oi_1, mux4_2",
        "yosys_warnings": 0,
        "yosysTopAreaCell": "ha_1",
    },
    "grt": {
        "first_global_vias": 12300,
        "grt_pass1_wl_um": 78800,
        "grt_max_degree": 72,
        "gr-total-overflow": 0,
        "track_usage": 0.501,
        "grt_antenna_before_repair": 1,
    },
    "worst_hold_path": {
        "min_from": "BusA[1]",
        "holdCritPathClass": "input pin to primary output",
        "whs_path_depth": 5,
        "hold_end": "BusW[1]",
    },
    "status": {
        "status": "complete, no violations",
    },
}
## through the flow
stage                     area, um^2  total power, W  setup WS, ns  hold WS [ns]  utilization
after floorplan                10400        0.000214          6.90          7.27            -
after global placement         11400        0.000341          6.25          8.21        0.561
after detailed placement       11400        0.000341          6.19          8.21        0.561
after CTS                      11400        0.000343          6.17          8.21        0.561
after global routing           11400        0.000378          5.91          8.28        0.561
final                          11400        0.000357          5.96          8.25        0.561
## worst max-delay path by stage
stage                 endpoint     start  depth (start not counted)  slack [ns]
after CTS              BusW[0]   BusA[5]                         12        6.17
final                 BusW[16]  BusA[18]                         12        5.96
after global routing  BusW[28]   BusA[5]                         14        5.91
## Yosys cell counts, drive strengths merged, types with 9 or more instances
library cell / count
a211o: 10
a211oi: 53
a21o: 18
a21oi: 191
a221o: 15
a221oi: 18
a31oi: 35
and3: 10
buf: 41
clkbuf: 105
ha: 96
inv: 112
mux2: 9
mux2i: 51
mux4: 37
nand2: 95
nand2b: 19
nand3: 35
nor2: 217
nor2b: 14
nor3: 43
nor4: 23
o211ai: 14
o21a: 11
o21ai: 144
o21bai: 14
o221ai: 11
o22ai: 28
o31ai: 9
or3: 11
## power by group through the flow
stage | clock (W) | combinational (W) | sequential [W]
CTS | 0 | 0.000343 | 0
global route | 0 | 0.000378 | 0
## final cells by class
| type | count | area, um^2 |
|---|---|---|
| diodes | 2 | 5.00 |
| fillers | 2081 | 8910 |
| multi-input cells | 1363 | 9360 |
| inverters | 113 | 424 |
| well taps | 270 | 338 |
| repair buffers | 140 | 1260 |
## layer usage
layer	GRT usage	share of wire	up-vias
met3	0.148	0.14	219
met2	0.708	0.41	1209
met1	0.662	0.37	6280
met5	0.0432	0.0011	-
met4	0.324	0.082	2
li1	-	-	6081
## tightest hold or removal path: cells and delay by family
family	cells	cell delay [ns]
compound gates	1	0.08
simple gates	1	0.10
fa+ha+maj	1	0.29
buf+inv	2	0.65
## cells by family after synthesis
kind of cell / share of synthesized area
buf+inv: 0.0969
mux: 0.140
compound gates: 0.409
fa+ha+maj: 0.121
simple gates: 0.226
xor+xnor: 0.00846
Power and IR drop assume default switching activity.
