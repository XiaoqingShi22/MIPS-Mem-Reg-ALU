===== config.mk =====
export PLATFORM = sky130hd
export DESIGN_NAME = DataMemory
export DESIGN_NICKNAME = DataMemory
export VERILOG_FILES = /design/flow/design.v
export SDC_FILE = /design/flow/constraint.sdc
export NUM_CORES = 4
export LEC_CHECK = 1
export CORE_UTILIZATION = 30
export SYNTH_HDL_FRONTEND = slang

===== constraint.sdc =====
current_design DataMemory

set clk_period 27.3
set clk_io_pct 0.2

create_clock -name clk0 -period $clk_period [get_ports {Clock}]

set non_clock_inputs [all_inputs -no_clocks]
set_input_delay [expr $clk_period * $clk_io_pct] -clock clk0 $non_clock_inputs
set_output_delay [expr $clk_period * $clk_io_pct] -clock clk0 [all_outputs]

===== design.v =====
module DataMemory (output reg [31:0]ReadData, input MemoryRead, MemoryWrite, Clock, [5:0] Address, [31:0]WriteData);
reg [31:0] mem[0:63];
always @(posedge Clock) begin
	if(MemoryRead)
		ReadData <= mem[Address];
end
always @(negedge Clock) begin
	if(MemoryWrite)
		mem[Address] <= WriteData;
end
endmodule

===== run.sh =====
#!/bin/bash
# OpenROAD 26Q1-2900-gdf79404cd8, Yosys 0.63+post, stock flow scripts
make -C /OpenROAD-flow-scripts/flow DESIGN_CONFIG=/design/flow/config.mk WORK_HOME=/design/flow/orfs finish

==> run notes <==
fresh numbers from the pnr run: DP HPWL 144000 um, mapped cell area 78800 sq um, TritonCTS Buffers 208, CP required 14080 ps, H-tree levels 4, final WL 241000 um, Worst Tran Pin Value 1080 ps, Total GRT Usage 0.195, largest net degree at the start of global routing 92, Fill cells 23400, Setup TNS Final 0 ps, hold path depth 2, dominant synthesized flop cell edfxtp_1, vias in the first global route 56000, ANT nets after route 0, Reg2Reg Depth 5, Fin Clk Skew 71.6 ps, Core ar. 260000 sq um, slowest cell on the critical path nand2_1, Die X 514 um, fraction of layout cells with a size suffix above 1 0.111, Root Buffer clkbuf_16, DRT Pass-1 Iters 6, Post-synth seq share 0.793, Setup Buffers After CTS 0, initial antenna violation count 20, num ports 73, Post-synth regs 2080, RSZ-0062 raised after global routing false, slew margin rel. 0.279, status completed, Yosys Chip Area 78800 sq um, reg2reg start mem[51][3], Maximum Capacitance Violations 0, Final Hold Viols 0, final setup fails 0, Worst setup SP type input pin, Die Height 514 um, R2R Setup Slk 10480 ps, Cell variety after synth 49, Max rail drop VDD 0.0549 mV, post-DR wirelength/cell 23.2 um, largest fanout on the critical path 42, final-report max-slew violation count 0, Flop area 62500 sq um, clock buffer depth 3, hold endpoint ReadData[0], stage-log warning count 1027, hold_ws 5190 ps, drt drc 0, asr flop ratio synth 0, area grow syn2layout 25.9%, Hold WC Path Type in -> reg, Crit Path Class in -> reg, clock-pin transition on the worst setup and hold timing paths 70 ps, R2R Path End ReadData[3], Syn Area/Cell 17.5 sq um, most frequent CP cell buf_4, # Cells Yosys 4489, CTS sink count 2080, CP cell instances buf_8 -> nor2b_4 -> buf_4 -> buf_4 -> nand2_1 -> buf_4 -> nor2_4 -> buf_4, synth warn 0, Rows 187, Lkg Pwr 39.4 nW, vias 51100, CTS Hold Buffers Added 0, cells after synthesis 4489, first-pass GRT wire length 348000 um, fp_density 0.303, number of synthesized flops with an enable pin 2080, CTS tree yes, post_cts resized 0, Multi-input gate area 15400 sq um, Congestion Overflow GR 0, port bufs 72, HP Start MemoryRead, WP buf/inv 5, Late-Pin Clk Latency 850 ps, chip area 265000 sq um, pwr dens 80.5 nW/um^2, Via density 4.92, RD Place Congestion 0.982, CP arrival 8740 ps, Crit path max-delay family buffers and inverters, Largest stage delay, worst path 660 ps, starting DRC count in detailed routing 3570, CP Capture Type flip-flop
-- Yosys cell counts, drive strengths merged (8+ instances only) --
master | n | area, sq um
a221oi | 339 | 2970
nor2b | 8 | 50.1
buf | 165 | 846
a21oi | 152 | 761
or4 | 16 | 120
nor3 | 31 | 155
clkbuf | 174 | 653
o21ai | 226 | 1130
a221o | 14 | 140
a31oi | 13 | 81.3
mux2 | 69 | 777
nand2 | 158 | 593
a22o | 38 | 333
o221ai | 8 | 70.1
mux2i | 214 | 2140
nor2 | 207 | 777
nand3 | 21 | 105
or3 | 15 | 93.8
a22oi | 267 | 2000
o211ai | 18 | 135
o22ai | 115 | 719
a211oi | 28 | 210
o32ai | 11 | 96.3
edfxtp | 2080 | 62500
a222oi | 15 | 150
mux4 | 34 | 766
o2111ai | 15 | 131
-- layout make-up --
cell class,count,share of cell area
clock inverters,2221,0.0945
clock buffers,213,0.0534
repair buffers,290,0.0225
multi-input cells,2067,0.155
flip-flops and latches,2080,0.630
inverters,2,0.000177
well taps,3496,0.0441
diodes,22,0.000555
-- metal layers --
layer / part of all wire / track usage / wire, um
met5: 0.0017 / 0.0106 / 412
met2: 0.46 / 0.273 / 110000
met3: 0.17 / 0.171 / 40200
met1: 0.33 / 0.193 / 79300
met4: 0.046 / 0.105 / 11000
-- power breakdown --
group / switching (W) / internal [W] / total [W]
Sequential: 0.00000615 / 0.00357 / 0.00358
Combinational: 0.000293 / 0.000102 / 0.000395
Clock: 0.00195 / 0.00206 / 0.00401
Total: 0.00225 / 0.00574 / 0.00799
-- cell families after synthesis --
family | Yosys count | share of synthesized area
buf+inv | 342 | 0.0192
simple gates | 481 | 0.0263
compound gates | 1269 | 0.115
flops | 2080 | 0.793
mux | 317 | 0.0468
-- placed cells by master (no fill, tap or decap), drive strengths merged, types with 10 or more instances in the layout --
cell type      netlist  layout
a211oi              28      28
a21oi              152     152
a221o               14      14
a221oi             339     339
a222oi              15      15
a22o                38      38
a22oi              267     267
a31oi               13      13
buf                165     254
bufinv               0      27
clkbuf             174     213
clkdlybuf4s50        0      36
clkinv               0      10
clkinvlp             0      57
diode                0      22
edfxtp            2080    2080
inv                  3    2129
mux2                69      69
mux2i              214     214
mux4                34      34
nand2              158     158
nand3               21      21
nor2               207     207
nor3                31      31
o2111ai             15      15
o211ai              18      18
o21ai              226     226
o22ai              115     115
o32ai               11      11
or3                 15      15
or4                 16      16
-- stage by stage --
stage | total power, W | utilization | instances | instance area [sq um] | worst slack (ps)
global placement | 0.00445 | 0.325 | 7936 | 84400 | 4630
CTS | 0.00810 | 0.381 | 10400 | 99100 | 5440
floorplan | 0.00423 | - | 4489 | 78800 | 5060
global route | 0.00850 | 0.381 | 10400 | 99100 | 5360
detailed placement | 0.00445 | 0.325 | 7936 | 84400 | 4610
finish | 0.00799 | 0.381 | 10400 | 99200 | 5340
-- state kept, by name (all words and copies together) (netlist names) --
signal	cells
mem	2048
ReadData	32
-- how the worst max path moves through the flow --
stage | start | cells after the start | end
finish | Address[0] | 8 | mem[41][17]
global route | Address[0] | 8 | mem[41][21]
CTS | Address[0] | 8 | mem[49][23]
Power and IR drop assume default switching activity.
