--- ./design.v ---
module rf(output reg [31:0]BusA, reg [31:0] BusB , input RegWr , Clk, [31:0]BusW, [4:0]RA, [4:0]RB, [4:0]RW);
	reg [31:0] mem [0:31];
	always@(RA or mem[RA]) begin
		BusA <= mem[RA];
	end
	always@(RB or mem[RB]) begin
		BusB <= mem[RB];
	end
	always@(posedge Clk) begin
		if((RegWr) && (RW != 5'b00000))
			mem[RW] <= BusW;
	end
	initial 
		mem[0] = 32'b0;	
endmodule
--- ./run.sh ---
#!/bin/bash
# OpenROAD 26Q1-2900-gdf79404cd8, Yosys 0.63+post, stock flow scripts
make -C /OpenROAD-flow-scripts/flow DESIGN_CONFIG=/design/flow/config.mk WORK_HOME=/design/flow/orfs finish
--- ./config.mk ---
export PLATFORM = sky130hd
export DESIGN_NAME = rf
export DESIGN_NICKNAME = rf
export VERILOG_FILES = /design/flow/design.v
export SDC_FILE = /design/flow/constraint.sdc
export NUM_CORES = 4
export LEC_CHECK = 1
export CORE_UTILIZATION = 30
export SYNTH_HDL_FRONTEND = slang
--- ./constraint.sdc ---
current_design rf

set clk_period 6.0
set clk_io_pct 0.2

create_clock -name clk0 -period $clk_period [get_ports {Clk}]

set non_clock_inputs [all_inputs -no_clocks]
set_input_delay [expr $clk_period * $clk_io_pct] -clock clk0 $non_clock_inputs
set_output_delay [expr $clk_period * $clk_io_pct] -clock clk0 [all_outputs]
==> flow_summary.toml <==
# physical design summary
[sta]
final_critical_path_setup_slack_ns = 0.716
final_period_minus_worst_setup_slack_ns = 5.28
fin_tns_setup_ns = 0
finalHoldViolations = 0
max_slew_margin = 0.392
timing_worst_slew_pin_value_ns = 0.913
fmaxAchievable_mhz = 189
finalCritPeriodShare = 0.881
setup-violations-final = 0
rsz0062_at_grt = "no"
final-max-slew-violation-count = 0

[grt]
grt.overflow.total = 0
gr-usage-all-layers = 0.195
wire_length_of_the_first_global_routing_pass_mm = 218
antenna_found_initial = 14
number_of_global_route_vias_before_repair = 31800
grt_start_max_net_pins = 89

[clock_network]
count_of_instances_resized_after_the_clock_tree_is_built = 0
postCtsSetupRepairBufs = 0
cts.sinks = 1024
cts-buffers-inserted = 102
cts_max_level = 3
cts_hold_repair.buffers = 0
tritoncts = "done"
cts_root_buf = "sky130_fd_sc_hd__clkbuf_16"
clock_tree.buffer_depth = 3
clkTransAtPathRegs_ns = 0.06

[synth]
synth-seq-area-share = 0.631
synth.area.mux_share = 0.210
synthDistinctLibCells = 24
synth.logic.top_family = "multiplexers"
top_area_cell = "sky130_fd_sc_hd__edfxtp_1"
yosys_area_sq_mm = 0.0488
syn_area_per_cell_sq_um = 14.4
yosys_cells = 3386
netlist.area_leader.share = 0.631
synthesis.instances = 3386
synth.cellmix.xorXnorShare = 0
adder_share = 0
synthTopCellsByArea = "sky130_fd_sc_hd__edfxtp_1, sky130_fd_sc_hd__mux2i_1, sky130_fd_sc_hd__a22oi_1"
synth_flops = 1024
number_of_synthesis_warnings = 0
and_or_nand_nor_cells_area_fraction = 0.0471
compound_gate_portion_of_the_synthesized_area = 0.0805
syn_area_sq_mm = 0.0488

[placed_design]
preCtsSetupSlack_ns = 0.766
count_of_input_and_output_buffers = 112
finalWeightedCongestion = 0.879
detailedPlacementHpwl_mm = 86.8
postPlaceCellArea_sq_mm = 0.0530

[run]
number_of_violations_of_the_max_capacitance_limit = 0
log.warning_count = 26

[worst_setup_path]
critical-path-top-cell-by-count = "sky130_fd_sc_hd__clkdlybuf4s50_1"
cp_cell_sequence = "clkdlybuf4s50_1 -> nor2b_4 -> buf_4 -> a22o_1 -> nor3_1 -> a31oi_1 -> nand3_1 -> clkdlybuf4s50_1"
critPathLaunchType = "input port"
critical_path_peak_fanout = 41
critical_path.max_stage_delay_ns = 0.63
cp.required_ns = 4.80
critical_path.slowest_cell = "sky130_fd_sc_hd__clkdlybuf4s50_1"
arrival_ns = 4.08
timing.setup.critical_path_class = "input port to output port"
critical_path.endpoint_type = "output port"

[route]
drt_wl_total_mm = 153
route.detailed.drc = 0
detail_route.first_pass.iterations = 7
detailroute.wirelength.met3_mm = 22.2
highest-signal-layer = "met5"
dr.first_iter.drc_count = 1946
routed_via_density = 5.32
route.antenna.remaining_nets = 0
vias = 30800
wl_per_cell_um = 26.5
route.met2.wl_mm = 70.5
met1_length_mm = 55.3

[layout]
fin_area_sq_mm = 0.0562
flop_area_sq_mm = 0.0307
largest_register_ffs = 1024
syn_to_final_growth_pct = 15.3
layout.area.comb_sq_mm = 0.0169
reg_top3 = "mem x1024"
max_flop_register = "mem"
final_cell_mix = "sky130_fd_sc_hd__mux2i_1, sky130_fd_sc_hd__edfxtp_1, sky130_fd_sc_hd__nand3_1"
fill_cells = 15100
layout-drive-gt1-share = 0.0962
post-route-util = 0.349

[floorplanning]
chip_area_sq_mm = 0.164
initCoreUtil = 0.303
io_pins = 113
floorplan.die.height_um = 405
placementRows = 147
horizontal_die_dimension_um = 405
core_region_sq_mm = 0.161

[pwr]
p_leak_nw = 20.4
p_per_area_mw_per_mm2 = 280
power.ir.vdd_worst_mv = 0.257

[outcome]
status = "finished, final reports clean"

[worst_hold_path]
hold_path.class = "input port to register"
[routing by layer]
| layer | up-vias | GRT usage |
|---|---|---|
| li1 | 13700 | - |
| met1 | 15200 | 0.234 |
| met2 | 1621 | 0.296 |
| met3 | 290 | 0.124 |
| met4 | 20 | 0.0518 |
| met5 | - | 0.00208 |
[synth_stat cells]
cell,instances
sky130_fd_sc_hd__a21oi_1,192
sky130_fd_sc_hd__a22o_1,128
sky130_fd_sc_hd__a22oi_1,192
sky130_fd_sc_hd__a31oi_1,64
sky130_fd_sc_hd__and2_1,2
sky130_fd_sc_hd__buf_1,11
sky130_fd_sc_hd__buf_2,62
sky130_fd_sc_hd__buf_4,57
sky130_fd_sc_hd__buf_6,37
sky130_fd_sc_hd__clkbuf_1,82
sky130_fd_sc_hd__clkbuf_4,4
sky130_fd_sc_hd__conb_1,1
sky130_fd_sc_hd__edfxtp_1,1024
sky130_fd_sc_hd__mux2i_1,1024
sky130_fd_sc_hd__nand2_1,195
sky130_fd_sc_hd__nand2b_1,4
sky130_fd_sc_hd__nand3_1,194
sky130_fd_sc_hd__nand3b_1,5
sky130_fd_sc_hd__nor2_1,34
sky130_fd_sc_hd__nor2b_1,4
sky130_fd_sc_hd__nor3_1,64
sky130_fd_sc_hd__or2_2,2
sky130_fd_sc_hd__or3_1,1
sky130_fd_sc_hd__or3b_2,3
[cell type report]
cell class / instances / area share
Sequential cell: 1024 / 0.547
Multi-Input combinational cell: 2140 / 0.300
Tap cell: 2160 / 0.0481
Clock buffer: 126 / 0.0478
Timing Repair Buffer: 261 / 0.0471
Clock inverter: 66 / 0.00964
Antenna cell: 4 / 0.000178
[power breakdown]
group	switching (mW)	internal (mW)	total, mW	leakage, nW
combinational	0.917	0.584	1.50	9.54
clock	2.76	3.45	6.21	1.58
sequential	0.0404	7.98	8.02	9.25
[final timing paths]
check | from | end | slack, ns | cells past startpoint
worst max-delay path | RA[2] | BusA[10] | 0.72 | 8
worst min-delay path | BusW[17] | mem[10][17]$_DFFE_PP_ | 1.30 | 2
[per-stage QoR]
stage	instances	power [mW]	hold slack [ns]
final	5781	15.7	1.30
after detailed placement	5585	9.67	2.03
after floorplan	3417	9.00	1.30
after CTS	5777	15.8	1.26
after global placement	5585	9.66	2.03
after global routing	5778	16.2	1.32
[cells by family after synthesis]
group | Yosys count
AND/OR/NAND/NOR | 508
flip-flops | 1024
AND-OR/OR-AND | 576
other | 1
multiplexers | 1024
buffers and inverters | 253
[worst max-delay path, delay by kind of cell]
kind	cells	cell delay [ns]
buffers and inverters	3	1.73
AND/OR/NAND/NOR	3	0.68
AND-OR/OR-AND	2	0.41
Power figures rest on the tool's default switching activity, not on a simulated workload.
